===== /design/flow/run.sh =====
#!/bin/bash
# OpenROAD 26Q1-2900-gdf79404cd8, Yosys 0.63+post, stock flow scripts
make -C /OpenROAD-flow-scripts/flow DESIGN_CONFIG=/design/flow/config.mk WORK_HOME=/design/flow/orfs finish

===== /design/flow/config.mk =====
export PLATFORM = sky130hd
export DESIGN_NAME = regfile
export DESIGN_NICKNAME = regfile
export VERILOG_FILES = /design/flow/design.v
export SDC_FILE = /design/flow/constraint.sdc
export NUM_CORES = 4
export LEC_CHECK = 1
export CORE_UTILIZATION = 40

===== /design/flow/constraint.sdc =====
current_design regfile

set clk_period 12.8
set clk_io_pct 0.2

create_clock -name clk0 -period $clk_period [get_ports {clk}]

set non_clock_inputs [all_inputs -no_clocks]
set_input_delay [expr $clk_period * $clk_io_pct] -clock clk0 $non_clock_inputs
set_output_delay [expr $clk_period * $clk_io_pct] -clock clk0 [all_outputs]

===== /design/flow/design.v =====
module regfile (
    input             we    ,
    input      [ 4:0] waddr ,
    input      [31:0] wdata ,
    input             re1   ,
    input      [ 4:0] raddr1,
    output reg [31:0] rdata1,
    input             re2   ,
    input      [ 4:0] raddr2,
    output reg [31:0] rdata2,
    input             clk   ,
    input             rst
);
    reg [31:0] regs[0:31];
    always @(posedge clk) begin
        if (!rst && we && waddr != 0) begin
            regs[waddr] <= wdata;
        end
    end
    always @* begin
        if (rst || raddr1 == 0 || !re1) begin
            rdata1 <= 0;
        end else if (we && waddr == raddr1) begin
            rdata1 <= wdata;
        end else begin
            rdata1 <= regs[raddr1];
        end
    end
    always @* begin
        if (rst || raddr2 == 0 || !re2) begin
            rdata2 <= 0;
        end else if (we && waddr == raddr2) begin
            rdata2 <= wdata;
        end else begin
            rdata2 <= regs[raddr2];
        end
    end
endmodule  

==> reports/metrics.csv <==
stage;metric;value;unit
final_timing;fin. max-slew vios;0;
die;core box area;0.119;mm²
routing;DRC;0;
global_route;gr usage total;0.293;
flow_run;number of max-cap violations;0;
clock_tree;Post-CTS Setup Inserts;0;
critical_path;worst setup path end;rdata1[6];
placement;worst slack, placed;3.86;ns
critical_path;nature of the critical path startpoint;input port;
routing;Via density;6.41;
logic_synthesis;Syn Inst Count;2669;
logic_synthesis;most frequent cell after synthesis;edfxtp_1;
clock_tree;post_cts resized;0;
finish;area grow syn2layout;14.4;%
final_timing;Final Hold Fails;0;
final_timing;Slew headroom;0.272;
routing;vias post-DR;29000;
final_timing;Final TNS setup;0;ns
logic_synthesis;Post-synth regs;1024;
flow_run;tool warnings;26;
finish;max reg flops;1024;
critical_path;worst endpoint required time;10.24;ns
routing;Antenna Violating Nets Remaining;0;
placement;I/O Buffers;115;
logic_synthesis;Max-area cell share;0.640;
global_route;Congestion Overflow GR;0;
logic_synthesis;Main synth FF type;edfxtp_1;
routing;ANT cells;0;
clock_tree;TritonCTS clock tree;yes;
die;Die W;349;µm
placement;GP Congestion;0.896;
clock_tree;clock sinks;1024;
finish;biggest regs;regs x1024;
logic_synthesis;# Cells Yosys;2669;
die;Ports;116;
routing;Initial DRC Count;2115;
logic_synthesis;number of distinct library cells after synthesis;48;
critical_path;Crit Path Class;in -> out;
logic_synthesis;Seq share, synth;0.640;
final_timing;final setup margin;3.86;ns
finish;share of layout cells above drive strength 1;0.246;
clock_tree;TritonCTS buffer count;107;
logic_synthesis;post-synth top area cell;edfxtp_1;
logic_synthesis;Post-synth EDFFs;1024;
critical_path;Critical Path Fanout Max;46;
logic_synthesis;top cells by count, synth;edfxtp_1, mux2i_1, mux4_2, a22oi_1, clkbuf_1;
critical_path;Setup crit start;raddr1[0];
global_route;largest net degree at the start of global routing;84;
final_timing;Final setup viols;0;
placement;DP Wirelength;93200;µm
final_timing;fin crit share;0.698;
final_timing;Slew @ Worst Pin;1.09;ns
clock_tree;Clk pin slew, worst setup/hold paths;0.06;ns
power;peak supply drop;109;µV
critical_path;crit end category;primary output;
die;FP Rows;126;
power;P_leak;17.8;nW
critical_path;Crit path arrival time;6.38;ns
die;FP Util;0.405;
logic_synthesis;syn avg cell area;18.0;µm²
clock_tree;CTS Hold Bufs;0;
logic_synthesis;top cells, area;edfxtp_1, mux4_2, mux2i_1;
logic_synthesis;synth warn;1;
clock_tree;maximum buffer depth of the clock tree;3;
global_route;initial antenna violation count;3;
routing;Routed WL per cell;35.7;µm
final_timing;RSZ-0062 raised after global routing;false;
power;P per Cell Area;134;mW/mm²
global_route;first-pass GRT wire length;229000;µm
routing;First-pass DRT Iterations;5;
routing;DRT Wirelength;161000;µm
final_timing;f_max;112;MHz
logic_synthesis;synthesis area per yosys;0.0481;mm²
finish;Largest Register;regs;
logic_synthesis;Mapped Area;0.0481;mm²
global_route;number of global-route vias before repair;32200;
final_timing;Period minus WS final;8.94;ns
clock_tree;clock root cell;clkbuf_16;
clock_tree;H-tree depth;3;
min_path;Hold Path Class;in -> reg;
logic_synthesis;Post-synth ARST share;0;
die;Die Area;0.122;mm²
status;status;completed;
die;Die Ht;349;µm
layout make-up:
cell class                 count  area (µm²)
clock buffer                 131        2770
clock inverter                64         569
fill                        9794       63600
inverter                       1        3.75
multi-input combinational   1443       16600
sequential                  1024       30700
tap                         1600        2000
timing repair buffer         257        2250
worst max-delay path: stages:
cell and delay [ns]:
buf_8 0.41, buf_4 0.59, buf_4 0.62, mux4_2 0.58
mux2_2 0.29, a221o_1 0.31, a32o_1 0.37, clkdlybuf4s50_1 0.46
report_power, final:
group	switching, mW	leakage (nW)	internal, mW
Combinational	0.393	6.90	0.258
Clock	1.31	1.62	1.68
Sequential	0.0130	9.24	3.72
worst min path at each step:
| stage | startpoint | to | slack, ns | cells past startpoint |
|---|---|---|---|---|
| finish | wdata[22] | regs[15][22]$_DFFE_PP_ | 2.68 | 2 |
| global route | wdata[22] | regs[11][22]$_DFFE_PP_ | 2.70 | 2 |
| CTS | wdata[22] | regs[15][22]$_DFFE_PP_ | 2.65 | 2 |
stage by stage:
step	cell area, µm²	total power [mW]	utilization	std cells	hold slack (ns)
6_report	55000	7.38	0.464	4520	2.68
5_1_grt	55000	7.57	0.464	4520	2.70
4_1_cts	55000	7.41	0.464	4520	2.65
3_5_place_dp	51700	4.45	0.436	4325	3.41
3_3_place_gp	51700	4.44	0.436	4325	3.39
2_1_floorplan	48200	4.17	-	2700	2.66
routing by layer:
metal  GRT usage  up-vias  share of wire
met1       0.323    14500           0.31
li1            -    11700              -
met3       0.261      444           0.20
met4       0.103       15          0.047
met2       0.407     2365           0.44
met5      0.0204        -         0.0018
logic make-up (layout without fill, tap and decap cells):
kind of cell,Yosys count,in the layout,synth area share
xor+xnor,10,10,0.00182
mux,722,722,0.241
flops,1024,1024,0.640
other cells,1,32,0.0000780
buf+inv,233,453,0.0233
simple gates,236,236,0.0245
compound gates,443,443,0.0696
layout by cell type, fill, tap and decap left out, types with 32 or more instances in the layout:
cell type        instances
clkdlybuf4s50_1        105
nor2_4                  34
o22ai_1                 44
nand2_1                 43
o221ai_1                44
mux2i_1                361
nor2_1                  44
a21oi_1                 59
buf_4                  142
conb_1                  32
edfxtp_1              1024
a22oi_1                154
a32o_1                  45
nand2b_1                35
mux4_2                 347
clkbuf_16              107
nand3_1                 36
Power and IR drop assume default switching activity.
